File: /design/flow/design.v
module carR1_ram_lut
   #(
    parameter DATA_WIDTH = 12,  
              ADDR_WIDTH = 10   
   )
   (
    input  logic clk,
    input  logic we,
    input  logic [ADDR_WIDTH-1:0] addr_r,
    input  logic [ADDR_WIDTH-1:0] addr_w,
    input  logic [DATA_WIDTH-1:0] din,
    output logic [DATA_WIDTH-1:0] dout
   );
   logic [DATA_WIDTH-1:0] ram [0:2**ADDR_WIDTH-1];
   logic [DATA_WIDTH-1:0] data_reg;
   initial 
      $readmemh("C:/Users/xlock/Desktop/M15 to M18 - Complete System/HDL/txt_files/CarRight1.txt", ram);
   always_ff @(posedge clk)
   begin
      if (we)
         ram[addr_w] <= din;
      data_reg <= ram[addr_r];
   end
   assign dout = data_reg;
endmodule
module carR1_src
   #(
    parameter CD = 12,       
              ADDR = 10,     
              KEY_COLOR =0   
   )
   (
    input  logic clk,
    input  logic [10:0] x, y,    
    input  logic [10:0] x0, y0,  
    input  logic we,
    input  logic [ADDR-1:0] addr_w,
    input  logic [CD-1:0] pixel_in,
    output logic [CD-1:0] mouse_rgb
   );
   localparam H_SIZE = 32;  
   localparam V_SIZE = 32;  
   logic signed [11:0] xr, yr;   
   logic in_region;
   logic [ADDR-1:0] addr_r;
   logic [CD-1:0] full_rgb, out_rgb;
   logic [CD-1:0] out_rgb_d1_reg;
   carR1_ram_lut #(.ADDR_WIDTH(ADDR),.DATA_WIDTH(CD)) ram_unit (
      .clk(clk), .we(we), .addr_w(addr_w), .din(pixel_in),
      .addr_r(addr_r), .dout(full_rgb));
   assign xr = $signed({1'b0, x}) - $signed({1'b0, x0});
   assign yr = $signed({1'b0, y}) - $signed({1'b0, y0});
   assign addr_r = {yr[4:0], xr[4:0]};
   assign in_region = (0<= xr) && (xr<H_SIZE) && (0<=yr) && (yr<V_SIZE);
   assign out_rgb = in_region ? full_rgb : KEY_COLOR;
   always_ff @(posedge clk) 
      out_rgb_d1_reg <= out_rgb;
   assign mouse_rgb = out_rgb_d1_reg;
endmodule
module chu_CarR1_core 
   #(parameter CD = 12,    
               ADDR_WIDTH = 10,
               KEY_COLOR = 0
   )
   (
    input  logic clk, reset,
    input  logic [10:0] x, y,
    input  logic cs,      
    input  logic write,  
    input  logic [13:0] addr,    
    input  logic [31:0] wr_data,
    input  logic [11:0] si_rgb,
    output logic [11:0] so_rgb
  );
   logic wr_en, wr_ram, wr_reg, wr_bypass, wr_x0, wr_y0;
   logic [CD-1:0] mouse_rgb, chrom_rgb;
   logic [10:0] x0_reg, y0_reg;
   logic bypass_reg;
   carR1_src #(.CD(12), .KEY_COLOR(0)) mouse_src_unit (
       .clk(clk), 
       .x(x), .y(y), 
       .x0(x0_reg), .y0(y0_reg),
       .we(wr_ram), .addr_w(addr[ADDR_WIDTH-1:0]),
       .pixel_in(wr_data[CD-1:0]), 
       .mouse_rgb(mouse_rgb));
   always_ff @(posedge clk, posedge reset)
      if (reset) begin
         x0_reg <= 0;
         y0_reg <= 0;
         bypass_reg <= 0;
      end   
      else begin
         if (wr_x0)
            x0_reg <= wr_data[10:0];
         if (wr_y0)
            y0_reg <= wr_data[10:0];
         if (wr_bypass)
            bypass_reg <= wr_data[0];
      end      
   assign wr_en = write & cs;
   assign wr_ram = ~addr[13] && wr_en;
   assign wr_reg = addr[13] && wr_en;
   assign wr_bypass = wr_reg && (addr[1:0]==2'b00);
   assign wr_x0 = wr_reg && (addr[1:0]==2'b01);
   assign wr_y0 = wr_reg && (addr[1:0]==2'b10);
   assign chrom_rgb = (mouse_rgb != KEY_COLOR) ? mouse_rgb : si_rgb;
   assign so_rgb = (bypass_reg) ? si_rgb : chrom_rgb;
endmodule
File: /design/flow/run.sh
#!/bin/bash
# OpenROAD 26Q1-2900-gdf79404cd8, Yosys 0.63+post, stock flow scripts
make -C /OpenROAD-flow-scripts/flow DESIGN_CONFIG=/design/flow/config.mk WORK_HOME=/design/flow/orfs finish
File: /design/flow/config.mk
export PLATFORM = sky130hd
export DESIGN_NAME = chu_CarR1_core
export DESIGN_NICKNAME = chu_CarR1_core
export VERILOG_FILES = /design/flow/design.v
export SDC_FILE = /design/flow/constraint.sdc
export NUM_CORES = 4
export LEC_CHECK = 1
export CORE_UTILIZATION = 50
export SYNTH_HDL_FRONTEND = slang
export SYNTH_MEMORY_MAX_BITS = 65536
File: /design/flow/constraint.sdc
current_design chu_CarR1_core

set clk_period 403.9
set clk_io_pct 0.2

create_clock -name clk0 -period $clk_period [get_ports {clk}]

set non_clock_inputs [all_inputs -no_clocks]
set_input_delay [expr $clk_period * $clk_io_pct] -clock clk0 $non_clock_inputs
set_output_delay [expr $clk_period * $clk_io_pct] -clock clk0 [all_outputs]
==> ci_impl_report.md <==
### Flow metrics

| Metric | Value |
|---|---|
| Most frequent cells after synthesis | `edfxtp_1, mux4_2, nand2_1, nor2_1, mux2i_1` |
| Count of yosys warnings during synthesis | `0` |
| Slowest stage delay, CP | `490 ps` |
| Fraction of registers with async set/reset | `0.186%` |
| Antenna Nets Post-Route | `0` |
| Parity-gate share of the synthesized area counting xor and xnor cells | `0.0219%` |
| Total tool warning count | `85` |
| Cts bufs inserted | `1264` |
| Reported max-cap violation count | `0` |
| Area delta synth->final | `13.5%` |
| Post-CTS resize count | `0` |
| Transition time at the pin with the least slew margin | `1180 ps` |
| I/O pin cnt | `96` |
| Detailed-router iteration count before antenna repair | `8` |
| Main flop type | `edfxtp_1` |
| Avg WL per Cell | `33.7 µm` |
| Clk root buf | `clkbuf_16` |
| Library cell occupying the most area in the post-synthesis netlist | `edfxtp_1` |
| Final min period | `162700 ps` |
| Initial antenna violation count | `98` |
| Most frequent cell after synthesis | `edfxtp_1` |
| Die ar. | `954000 µm²` |
| Area of the mapped netlist | `475000 µm²` |
| Detailed-placement wirelength estimate | `768 mm` |
| Post-Synth Adder-Cell Area | `0.0663%` |
| Floorplan core density | `50.2%` |
| Global placer's final weighted congestion | `0.902` |
| Rows | `357` |
| Count of buffers inserted at the top-level ports | `72` |
| Top area cell types | `edfxtp_1, mux4_2, mux2i_1` |
| Die outline width | `977 µm` |
| Post-CTS Setup Inserts | `0` |
| Post-synthesis sequential element count | `12300` |
| Area of combinational cells with multiple inputs | `99300 µm²` |
| Number of instances in the synthesized netlist | `21700` |
| Smallest hold slack | `516 ps` |
| Vias in the first global route | `250000` |
| Finish-stage setup viols | `0` |
| Sequential cell area | `370000 µm²` |
| Core area | `946000 µm²` |
| Number of distinct standard cells referenced by the synthesized netlist | `62` |
| Result of the run | `complete, no violations` |
| TritonCTS clock tree | `yes` |
| DRC marker count from the first detailed-route iteration | `14800` |
| Routed vias | `226000` |
| Area share, top type | `77.6%` |
| Register ranked first by flip-flop count | `mouse_src_unit.ram_unit.ram` |
| Synthesis area per yosys | `475000 µm²` |
| Mux contribution to synthesized area | `16.6%` |
| Clock sink count | `12300` |
| Number of endpoints with negative hold slack in the final report | `0` |
| Lkg Pwr | `171 nW` |
| Share of layout cells above drive strength 1 | `27.7%` |
| Portion of the post-synthesis area used by sequential elements | `77.9%` |
| Count of instantiated cells in the yosys netlist | `21700` |
| H-tree depth | `7` |
| Setup repair after global routing missed its margin | `false` |
| Global routing usage summed across all routing layers | `30.1%` |
| Average cell area after synthesis | `21.9 µm²` |
| Main combinational cell family by area after synthesis | `multiplexers` |
| Vertical die dimension | `977 µm` |
| P per Cell Area | `5.95 nW/µm²` |
| Final global-route overflow total | `0` |
| Max-slew violation total from the final report | `0` |
| CP Max Fanout | `1` |
| Detailed Route WL | `1250 mm` |
| Type of origin of the critical path | `primary input` |
| Period utilisation layout | `40.3%` |
| Filler cells | `67500` |
| Clock insertion delay at the later pin of the skew report | `1130 ps` |
| Endpoint class of the critical path | `output port` |
| Critical path's slowest cell | `clkdlybuf4s50_1` |
| Crit path arrival time | `81920 ps` |
| Simple logic cell fraction of the synthesized area | `2.66%` |
| Fmax | `0.00615 GHz` |
| Max IR drop VDD | `0.00466 mV` |
| Overall power consumption | `3.21 mW` |
| Average via count per standard cell | `6.09` |
| Wire length of the first global-routing pass | `1790 mm` |
| Worst setup path class | `in -> out` |
| # hold bufs at CTS | `0` |
| Number of flip-flops under the largest register name | `12300` |
| Longest Clk Path Bufs | `5` |
| Path type of the worst min-delay path | `reg -> reg` |
| Cell occurring most often along the worst timing path | `clkdlybuf4s50_1` |
| Clock skew | `62.2 ps` |
| Crit path required time | `323120 ps` |
| Relative max-transition margin | `20.4%` |
| Register clock-pin slew on the reported worst setup and hold paths | `60 ps` |
| Number of flops mapped to enable cells by yosys | `12300` |
| Cells along the critical path | `clkdlybuf4s50_1 -> inv_1 -> o22ai_1 -> clkdlybuf4s50_1` |
| Pin count of the biggest net entering global routing | `133` |
| Share of synthesized cell area in and-or and or-and compound cells | `1.37%` |
| # DRC | `0` |
| Sum of negative setup slack | `0 ps` |
-- area by class of cell --
cell class | instances | area share [%]
Antenna cell | 110 | 0.0510
Clock buffer | 1569 | 6.16
Clock inverter | 683 | 1.13
Inverter | 39 | 0.0271
Multi-Input combinational cell | 7942 | 18.4
Sequential cell | 12300 | 68.6
Tap cell | 12600 | 2.91
Timing Repair Buffer | 1879 | 2.73
-- per-layer routing --
| layer | vias up | GRT usage (%) | wire (µm) |
|---|---|---|---|
| met1 | 116000 | 39.3 | 388000 |
| met4 | 154 | 8.27 | 43000 |
| met2 | 13200 | 41.1 | 579000 |
| met3 | 2001 | 24.8 | 240000 |
| li1 | 94500 | - | - |
| met5 | - | 1.91 | 2740 |
-- power by group --
group | total, mW | switching [mW] | internal [mW]
Sequential | 1.41 | 0.000398 | 1.41
Clock | 1.12 | 0.484 | 0.635
Combinational | 0.681 | 0.422 | 0.259
-- cell usage in the layout (no fill, tap or decap), drive strengths merged, types with 74 or more instances in the layout --
cell,count
nand3,226
a21oi,127
bufinv,74
a32oi,96
buf,1819
mux4,3120
nand2,1324
edfxtp,12300
nor4,87
nor2,1053
diode,110
o22ai,341
clkinv,545
nand4,180
a31oi,88
inv,87
mux2i,830
clkbuf,1569
-- cell families (layout without fill, tap and decap cells) --
kind of cell               Yosys count  count (layout)
xor gates and xnor gates            11              11
other                                0             110
and+or+nand+nor                   3004            3004
AOI/OAI and AO/OA                  942             942
buffers and inverters             1379            4170
DFF                              12300           12300
muxes                             3961            3961
adders and majority gates           24              24
-- critical path: cells and delay by family --
kind / cells / cell delay [ps]
buffers and inverters: 3 / 1020
AND-OR/OR-AND: 1 / 120
-- worst paths after layout --
path,from,endpoint,slack [ps],cells past startpoint
worst max-delay path,si_rgb[11],so_rgb[11],241200,4
worst min-delay path,y0_reg[0]$_DFFE_PP0P_,y0_reg[0]$_DFFE_PP0P_,520,1
worst max register to register,x0_reg[0]$_DFFE_PP0P_,mouse_src_unit.ram_unit.dout[4]$_DFF_P_,394450,17
worst min register to register,y0_reg[0]$_DFFE_PP0P_,y0_reg[0]$_DFFE_PP0P_,520,1
max in group asynchronous,reset,x0_reg[0]$_DFFE_PP0P_,323060,4
min in group asynchronous,reset,bypass_reg$_DFFE_PP0P_,80100,3
-- through the flow --
step | cells | area (µm²) | utilization, % | worst slack [ps]
floorplan | 21700 | 475000 | - | 242120
global placement | 34800 | 500000 | 52.8 | 241170
detailed placement | 34800 | 500000 | 52.8 | 241190
CTS | 37000 | 539000 | 57.0 | 241190
global route | 37100 | 539000 | 57.0 | 241120
finish | 37100 | 540000 | 57.0 | 241200
No activity file was given, so power comes from the tool's default toggle rates.
