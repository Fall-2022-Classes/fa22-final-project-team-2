==> ./design.v <==
module carL1_ram_lut
   #(
    parameter DATA_WIDTH = 12,  
              ADDR_WIDTH = 10   
   )
   (
    input  logic clk,
    input  logic we,
    input  logic [ADDR_WIDTH-1:0] addr_r,
    input  logic [ADDR_WIDTH-1:0] addr_w,
    input  logic [DATA_WIDTH-1:0] din,
    output logic [DATA_WIDTH-1:0] dout
   );
   logic [DATA_WIDTH-1:0] ram [0:2**ADDR_WIDTH-1];
   logic [DATA_WIDTH-1:0] data_reg;
   initial 
      $readmemh("C:/Users/xlock/Desktop/M15 to M18 - Complete System/HDL/txt_files/CarLeft1.txt", ram);
   always_ff @(posedge clk)
   begin
      if (we)
         ram[addr_w] <= din;
      data_reg <= ram[addr_r];
   end
   assign dout = data_reg;
endmodule
module carL1_src
   #(
    parameter CD = 12,       
              ADDR = 10,     
              KEY_COLOR =0   
   )
   (
    input  logic clk,
    input  logic [10:0] x, y,    
    input  logic [10:0] x0, y0,  
    input  logic we ,
    input  logic [ADDR-1:0] addr_w,
    input  logic [CD-1:0] pixel_in,
    output logic [CD-1:0] mouse_rgb
   );
   localparam H_SIZE = 32;  
   localparam V_SIZE = 32;  
   logic signed [11:0] xr, yr;   
   logic in_region;
   logic [ADDR-1:0] addr_r;
   logic [CD-1:0] full_rgb, out_rgb;
   logic [CD-1:0] out_rgb_d1_reg;
   carL1_ram_lut #(.ADDR_WIDTH(ADDR),.DATA_WIDTH(CD)) ram_unit (
      .clk(clk), .we(we), .addr_w(addr_w), .din(pixel_in),
      .addr_r(addr_r), .dout(full_rgb));
   assign xr = $signed({1'b0, x}) - $signed({1'b0, x0});
   assign yr = $signed({1'b0, y}) - $signed({1'b0, y0});
   assign addr_r = {yr[4:0], xr[4:0]};
   assign in_region = (0<= xr) && (xr<H_SIZE) && (0<=yr) && (yr<V_SIZE);
   assign out_rgb = in_region ? full_rgb : KEY_COLOR;
   always_ff @(posedge clk) 
      out_rgb_d1_reg <= out_rgb;
   assign mouse_rgb = out_rgb_d1_reg;
endmodule
module chu_CarL1_core 
   #(parameter CD = 12,    
               ADDR_WIDTH = 10,
               KEY_COLOR = 0
   )
   (
    input  logic clk, reset,
    input  logic [10:0] x, y,
    input  logic cs,      
    input  logic write,  
    input  logic [13:0] addr,    
    input  logic [31:0] wr_data,
    input  logic [11:0] si_rgb,
    output logic [11:0] so_rgb
  );
   logic wr_en, wr_ram, wr_reg, wr_bypass, wr_x0, wr_y0;
   logic [CD-1:0] mouse_rgb, chrom_rgb;
   logic [10:0] x0_reg, y0_reg;
   logic bypass_reg;
   carL1_src #(.CD(12), .KEY_COLOR(0)) mouse_src_unit (
       .clk(clk), 
       .x(x), .y(y), 
       .x0(x0_reg), .y0(y0_reg),
       .we(wr_ram), .addr_w(addr[ADDR_WIDTH-1:0]),
       .pixel_in(wr_data[CD-1:0]), 
       .mouse_rgb(mouse_rgb));
   always_ff @(posedge clk, posedge reset)
      if (reset) begin
         x0_reg <= 0;
         y0_reg <= 0;
         bypass_reg <= 0;
      end   
      else begin
         if (wr_x0)
            x0_reg <= wr_data[10:0];
         if (wr_y0)
            y0_reg <= wr_data[10:0];
         if (wr_bypass)
            bypass_reg <= wr_data[0];
      end      
   assign wr_en = write & cs;
   assign wr_ram = ~addr[13] && wr_en;
   assign wr_reg = addr[13] && wr_en;
   assign wr_bypass = wr_reg && (addr[1:0]==2'b00);
   assign wr_x0 = wr_reg && (addr[1:0]==2'b01);
   assign wr_y0 = wr_reg && (addr[1:0]==2'b10);
   assign chrom_rgb = (mouse_rgb != KEY_COLOR) ? mouse_rgb : si_rgb;
   assign so_rgb = (bypass_reg) ? si_rgb : chrom_rgb;
endmodule
==> ./run.sh <==
#!/bin/bash
# OpenROAD 26Q1-2900-gdf79404cd8, Yosys 0.63+post, stock flow scripts
make -C /OpenROAD-flow-scripts/flow DESIGN_CONFIG=/design/flow/config.mk WORK_HOME=/design/flow/orfs finish
==> ./config.mk <==
export PLATFORM = sky130hd
export DESIGN_NAME = chu_CarL1_core
export DESIGN_NICKNAME = chu_CarL1_core
export VERILOG_FILES = /design/flow/design.v
export SDC_FILE = /design/flow/constraint.sdc
export NUM_CORES = 4
export LEC_CHECK = 1
export CORE_UTILIZATION = 50
export SYNTH_HDL_FRONTEND = slang
export SYNTH_MEMORY_MAX_BITS = 65536
==> ./constraint.sdc <==
current_design chu_CarL1_core

set clk_period 323.1
set clk_io_pct 0.2

create_clock -name clk0 -period $clk_period [get_ports {clk}]

set non_clock_inputs [all_inputs -no_clocks]
set_input_delay [expr $clk_period * $clk_io_pct] -clock clk0 $non_clock_inputs
set_output_delay [expr $clk_period * $clk_io_pct] -clock clk0 [all_outputs]
==> qor.yml <==
status:
  outcome: "complete, no violations"
clock_tree:
  ctsResizeCount: 0
  clock_path_buffers: 5
  cts_tree: "yes"
  post-cts-setup-buffers: 0
  clockRootBuffer: "clkbuf_16"
  clk_latency_ns: 1.18
  htreeDepth: 7
  clock-sinks: 12335
  clk_pin_slew_ns: 0.06
  cts_made_buffers: 1264
  cts_hold_buffers: 0
cells_and_area:
  largest_reg_flops: 12288
  areaGrowthSynthToFinish_pct: 13.53
  final_common_cell: "edfxtp_1"
  lay_top_cells: "12288 x edfxtp_1, 3120 x mux4_2, 1794 x buf_4"
  final_cell_area_um2: 539500
  drive_gt1_frac: 0.2778
  regMostFlops: "mouse_src_unit.ram_unit.ram"
timing:
  setup_violations: 0
  max-slew-margin-rel: 0.1479
  final.setup.tns_ns: 0
  tightest_slew_ns: 1.276
  fin_crit_sh: 0.4035
  rsz0062_at_grt: "false"
  hold_slack_ns: 0.5173
  clock.fmax_mhz: 7.671
  timing.final.ws_setup_ns: 192.73
  fin_crit_ns: 130.37
  finClkSkew_ns: 0.07224
  finalHoldViolCount: 0
  slew_viol_final: 0
critical_path:
  crit_arrival_ns: 65.75
  cp-startpoint: "si_rgb[11]"
  cp_slowest_cell: "clkdlybuf4s50_1"
  slowest_delay_ns: 0.49
  worst-path-buf-inv: 3
  r2r_cells: 17
  crit_type: "in2out"
  crit_chain: "clkdlybuf4s50_1 > inv_1 > o22ai_1 > clkdlybuf4s50_1"
  worst-path-max-fanout: 1
  cp.depth: 4
  cpLargestDelayFamily: "buffers and inverters"
  critPathMostFrequentCell: "clkdlybuf4s50_1"
  endpoint_kind: "output pin"
  cp-start-kind: "input port"
  r2r-start: "x0_reg[0]"
  worstPathRequired_ns: 258.48
logic_synthesis:
  ys.flops: 12335
  yosys-top-cells-area: "edfxtp_1 78%, mux4_2 15%, mux2i_1 1.7%"
  avgSynthCellArea_um2: 21.94
  flop_cell: "edfxtp_1"
  ys_types: 62
  yosys_area_um2: 475200
  edf_count: 12288
  ys_cells: 21656
  top_area_cell: "edfxtp_1"
  ys_warn_count: 0
  synthCells: 21656
  netlist_area_um2: 475200
  top_cell_area_share: 0.7765
  yosysSeqAreaShare: 0.7787
  synthArstFlopShare: 0.001865
min_path:
  hold_path_startpoint: "y0_reg[0]"
  holdPathStages: 1
  hold_path.class: "reg2reg"
route:
  drtPass1Iterations: 5
  vias_per_cell: 6.097
  ant_nets: 0
  routedWlPerCell_um: 33.80
  drc: 0
  drt_iter0_markers: 15278
  num_vias: 226377
  totalWireLength_mm: 1255
grt:
  grt_pass1_vias: 249647
  grt.total_usage: 0.3013
  grt_max_degree: 137
  antenna_found_initial: 85
  grt_pass1_wl_mm: 1790
  overflow: 0
placement:
  place_ws_ns: 192.73
  port_buffers: 72
  hpwlAfterDp_mm: 770.3
  place_area_um2: 500000
  gp_congestion: 0.8960
floorplanning:
  rows: 357
  fp-utilization: 0.5023
  dieHeight_um: 976.9
  die_width_um: 976.9
  pin_count: 96
  die-area_um2: 954400
  placeableCoreArea_um2: 946100
flow_run:
  drv_cap: 0
  warning_count: 103
power_and_ir_drop:
  p_leak_nw: 170.6
  powerDensity_nw_per_um2: 7.438
  ir_drop_mv: 0.006163
  total_power_mw: 4.013
## through the flow
step / cells / util
floorplan: 21656 / -
global placement: 34776 / 0.5285
detailed placement: 34776 / 0.5285
CTS: 37033 / 0.5701
global route: 37047 / 0.5701
finish: 37128 / 0.5703
## cell type report
cell class / count / area [µm²]
inverters: 39 / 146.4
clock buffers: 1584 / 33180
flip-flops and latches: 12335 / 370100
multi-input cells: 7942 / 99270
repair buffers: 1895 / 14830
well taps: 12565 / 15720
clock inverters: 673 / 6112
fillers: 67799 / 406500
diodes: 95 / 237.7
## cells in the mapped netlist, types with 23 or more instances
cell type and instances:
a32oi_1 96, nand4_1 180, buf_2 364, o22ai_1 341, nand2_1 1324, buf_4 209, dfxtp_1 24, clkbuf_1 573
a31oi_1 88, nor4_1 87, edfxtp_1 12288, mux4_2 3120, or4_1 25, a21oi_1 126, nand3_1 226, o21ai_0 40
inv_1 39, buf_6 64, a211o_1 24, a41oi_1 24, mux2i_1 830, buf_1 130, dfrtp_1 23, nor2_1 1050
a32o_1 60, and3_1 28, o211ai_1 50
## power breakdown
part,internal [mW],switching (mW)
combinational,0.323,0.532
clock,0.793,0.604
sequential,1.76,0.000505
total,2.88,1.14
## worst register-to-register path, stage by stage, from the launching register on
cell and delay [ns]:
dfrtp_1 0.40, ha_4 0.17, fa_4 1.27, buf_4 0.71, buf_4 0.72, buf_4 0.69
buf_4 0.52, buf_4 0.60, buf_4 0.64, buf_4 0.67, mux4_2 0.42, mux2i_1 0.17
o22ai_1 0.28, nor4_2 0.83, a31oi_1 0.36, nor2_2 0.38, buf_4 0.32, nand4_1 0.14
## logic make-up (layout without fill, tap and decap cells)
family	count (synthesis)	count (layout)	synth area share
AOI/OAI and AO/OA	942	942	0.01370
adders and majority gates	24	24	0.0006635
xor gates and xnor gates	11	11	0.0002185
DFF	12335	12335	0.7787
other	0	95	0
buffers and inverters	1379	4191	0.01451
and+or+nand+nor	3004	3004	0.02662
muxes	3961	3961	0.1656
## final timing paths
kind                                                         to  slack (ns)
max in group asynchronous                             x0_reg[0]      258.38
min in group asynchronous                            bypass_reg       64.01
worst min register to register                        y0_reg[0]        0.52
worst max-delay path                                 so_rgb[11]      192.73
worst max register to register  mouse_src_unit.ram_unit.dout[5]      313.70
worst min-delay path                                  y0_reg[0]        0.52
## metal layers
layer  share of wire  track usage  routed length [µm]  vias to the layer above
li1                -            -                   -                    94518
met1            0.31       0.3931              387400                   116190
met2            0.46       0.4104              574400                    13486
met5          0.0027      0.02617                3427                        -
met4           0.038      0.08517               48240                      147
met3            0.19       0.2486              241500                     2036
Power and IR drop assume default switching activity.
