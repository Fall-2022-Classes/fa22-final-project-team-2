<file path="/design/flow/constraint.sdc">
current_design chu_CarL2_core

set clk_period 403.9
set clk_io_pct 0.2

create_clock -name clk0 -period $clk_period [get_ports {clk}]

set non_clock_inputs [all_inputs -no_clocks]
set_input_delay [expr $clk_period * $clk_io_pct] -clock clk0 $non_clock_inputs
set_output_delay [expr $clk_period * $clk_io_pct] -clock clk0 [all_outputs]
</file>
<file path="/design/flow/run.sh">
#!/bin/bash
# OpenROAD 26Q1-2900-gdf79404cd8, Yosys 0.63+post, stock flow scripts
make -C /OpenROAD-flow-scripts/flow DESIGN_CONFIG=/design/flow/config.mk WORK_HOME=/design/flow/orfs finish
</file>
<file path="/design/flow/config.mk">
export PLATFORM = sky130hd
export DESIGN_NAME = chu_CarL2_core
export DESIGN_NICKNAME = chu_CarL2_core
export VERILOG_FILES = /design/flow/design.v
export SDC_FILE = /design/flow/constraint.sdc
export NUM_CORES = 4
export LEC_CHECK = 1
export CORE_UTILIZATION = 50
export SYNTH_HDL_FRONTEND = slang
export SYNTH_MEMORY_MAX_BITS = 65536
</file>
<file path="/design/flow/design.v">
module carL2_ram_lut
   #(
    parameter DATA_WIDTH = 12,  
              ADDR_WIDTH = 10   
   )
   (
    input  logic clk,
    input  logic we,
    input  logic [ADDR_WIDTH-1:0] addr_r,
    input  logic [ADDR_WIDTH-1:0] addr_w,
    input  logic [DATA_WIDTH-1:0] din,
    output logic [DATA_WIDTH-1:0] dout
   );
   logic [DATA_WIDTH-1:0] ram [0:2**ADDR_WIDTH-1];
   logic [DATA_WIDTH-1:0] data_reg;
   initial 
      $readmemh("C:/Users/xlock/Desktop/M15 to M18 - Complete System/HDL/txt_files/CarLeft2.txt", ram);
   always_ff @(posedge clk)
   begin
      if (we)
         ram[addr_w] <= din;
      data_reg <= ram[addr_r];
   end
   assign dout = data_reg;
endmodule
module carL2_src
   #(
    parameter CD = 12,       
              ADDR = 10,     
              KEY_COLOR =0   
   )
   (
    input  logic clk,
    input  logic [10:0] x, y,    
    input  logic [10:0] x0, y0,  
    input  logic we ,
    input  logic [ADDR-1:0] addr_w,
    input  logic [CD-1:0] pixel_in,
    output logic [CD-1:0] mouse_rgb
   );
   localparam H_SIZE = 32;  
   localparam V_SIZE = 32;  
   logic signed [11:0] xr, yr;   
   logic in_region;
   logic [ADDR-1:0] addr_r;
   logic [CD-1:0] full_rgb, out_rgb;
   logic [CD-1:0] out_rgb_d1_reg;
   carL2_ram_lut #(.ADDR_WIDTH(ADDR),.DATA_WIDTH(CD)) ram_unit (
      .clk(clk), .we(we), .addr_w(addr_w), .din(pixel_in),
      .addr_r(addr_r), .dout(full_rgb));
   assign xr = $signed({1'b0, x}) - $signed({1'b0, x0});
   assign yr = $signed({1'b0, y}) - $signed({1'b0, y0});
   assign addr_r = {yr[4:0], xr[4:0]};
   assign in_region = (0<= xr) && (xr<H_SIZE) && (0<=yr) && (yr<V_SIZE);
   assign out_rgb = in_region ? full_rgb : KEY_COLOR;
   always_ff @(posedge clk) 
      out_rgb_d1_reg <= out_rgb;
   assign mouse_rgb = out_rgb_d1_reg;
endmodule
module chu_CarL2_core 
   #(parameter CD = 12,    
               ADDR_WIDTH = 10,
               KEY_COLOR = 0
   )
   (
    input  logic clk, reset,
    input  logic [10:0] x, y,
    input  logic cs,      
    input  logic write,  
    input  logic [13:0] addr,    
    input  logic [31:0] wr_data,
    input  logic [11:0] si_rgb,
    output logic [11:0] so_rgb
  );
   logic wr_en, wr_ram, wr_reg, wr_bypass, wr_x0, wr_y0;
   logic [CD-1:0] mouse_rgb, chrom_rgb;
   logic [10:0] x0_reg, y0_reg;
   logic bypass_reg;
   carL2_src #(.CD(12), .KEY_COLOR(0)) mouse_src_unit (
       .clk(clk), 
       .x(x), .y(y), 
       .x0(x0_reg), .y0(y0_reg),
       .we(wr_ram), .addr_w(addr[ADDR_WIDTH-1:0]),
       .pixel_in(wr_data[CD-1:0]), 
       .mouse_rgb(mouse_rgb));
   always_ff @(posedge clk, posedge reset)
      if (reset) begin
         x0_reg <= 0;
         y0_reg <= 0;
         bypass_reg <= 0;
      end   
      else begin
         if (wr_x0)
            x0_reg <= wr_data[10:0];
         if (wr_y0)
            y0_reg <= wr_data[10:0];
         if (wr_bypass)
            bypass_reg <= wr_data[0];
      end      
   assign wr_en = write & cs;
   assign wr_ram = ~addr[13] && wr_en;
   assign wr_reg = addr[13] && wr_en;
   assign wr_bypass = wr_reg && (addr[1:0]==2'b00);
   assign wr_x0 = wr_reg && (addr[1:0]==2'b01);
   assign wr_y0 = wr_reg && (addr[1:0]==2'b10);
   assign chrom_rgb = (mouse_rgb != KEY_COLOR) ? mouse_rgb : si_rgb;
   assign so_rgb = (bypass_reg) ? si_rgb : chrom_rgb;
endmodule
</file>
==> Changelog: implementation <==
### Changed

* Worst path arrival time at 81.92 ns
* Htree depth at 7
* RSZ-0062 raised after global routing: false
* Slew Limit Fails at 0
* Syn Inst Count at 21,660
* Initial DRC count at 14,830
* Routed wire length at 1,253,000 um
* Leakage at 170.6 nW
* Largest net degree at the start of global routing at 133
* Initial antenna violation count at 98
* P per Cell Area at 5.947 mW/mm^2
* Dominant comb cell: multiplexers
* Synth cell types at 62
* Synth async-reset ratio at 0.1865%
* Ys Warns at 0
* Fmax at 6.146 MHz
* TritonCTS clock tree: built
* And-or/or-and share of the synthesized area at 1.370%
* Final setup fails at 0
* Tool warning count at 85
* MUX share of area at 16.56%
* And+or+nand+nor area frac at 2.662%
* Final TNS setup at 0 ns
* Share of layout cells above drive strength 1 at 27.74%
* CTS Sinks at 12,340
* Die Span Y at 976.9 um
* MaxCap Viol Count at 0
* Finished Cell Area at 0.5396 mm^2
* Crit path max fanout at 1
* WL/cell at 33.74 um
* First drt pass iteration count at 8
* Hold Path Class: reg -> reg
* CTS Hold Bufs at 0
* Final hold vios at 0
* Worst EP required at 323.12 ns
* Global-route wire length before repair at 1,789,000 um
* Total GRT Usage at 30.08%
* Crit end category: output port
* Reg with most FFs: mouse_src_unit.ram_unit.ram
* Mean area per synthesized cell at 21.94 um^2
* Die ar. at 0.9544 mm^2
* FP Core Util at 50.23%
* Grt total ovfl at 0
* Outcome: finished, final reports clean
* PostCTS Resize Cnt at 0
* Setup bufs post-CTS at 0
* Post-layout period usage at 40.28%
* DRC Markers at 0
* Input/output buffers at 72
* Layout area overhead at 13.54%
* Row cnt at 357
* Total number of vias at 226,000
* Placed Area at 0.4999 mm^2
* Final antenna-violating net count at 0
* Max reg flops at 12,290
* Die Width at 976.9 um
* Worst Setup Path Type: in -> out
* I/O Pins at 96
* Final min period at 162.70 ns
* Post-synth EDFFs at 12,290
* Clock latency on the worst-skew pair at 1.13 ns
* Hpwl dp at 767,700 um
* CTS Buffer Depth at 5
* Yosys cell count at 21,660
* Synth Seq Share at 77.87%
* Vias per cell at 6.089
* Clock slew at reported path FFs at 0.06 ns
* Max IR drop VDD at 4.657 uV
* CTS buffer count at 1,264
* FF+latch count, synth at 12,340
* XORs/XNORs by Area at 0.02185%
* Worst-margin pin slew at 1.183 ns
* GPL Wtd Cong at 0.9020
* CTS root buffer: clkbuf_16
* Fa+ha+maj area frac at 0.06635%
* Yosys Chip Area at 0.4752 mm^2
* Core region area at 0.9461 mm^2
* Startpoint Class: primary input
* Post-Syn Area at 0.4752 mm^2
* Relative max-transition margin at 20.45%
* Clock skew at 0.06219 ns
* Vias in the first global route at 249,900
* Synth Flop Type: edfxtp_1
-- layout make-up --
| cell class | instances | area, um^2 |
|---|---|---|
| inverter | 39 | 146.4 |
| tap | 12570 | 15720 |
| sequential | 12340 | 370100 |
| clock inverter | 683 | 6120 |
| timing repair buffer | 1879 | 14730 |
| fill | 67510 | 406500 |
| clock buffer | 1569 | 33260 |
| multi-input combinational | 7942 | 99250 |
| antenna | 110 | 275.3 |
-- routing by layer --
layer / GRT usage (%) / wire length, um / vias to the layer above
met5: 1.908 / 2737 / -
met4: 8.267 / 42990 / 154
met3: 24.82 / 240500 / 2001
met2: 41.11 / 578700 / 13240
met1: 39.32 / 387700 / 116100
li1: - / - / 94490
-- cells in the final DEF (no fill, tap or decap), types with 88 or more instances in the layout --
master         n
clkinv_1     309
nand4_1      180
clkinv_2     186
clkbuf_1     279
nor2_1      1026
edfxtp_1   12290
nand3_1      211
o22ai_1      341
a31oi_1       88
clkbuf_16   1284
buf_4       1776
a32oi_1       96
mux4_2      3120
mux2i_1      829
a21oi_1      126
diode_2      110
nand2_1     1307
-- report_power, final --
part	internal (mW)	total, mW	switching, mW
registers	1.41	1.41	0.000398
clock network	0.635	1.12	0.484
logic	0.259	0.681	0.422
-- Yosys cell counts, types with 6 or more instances --
library cell  count  share of area (%)
o21ai_0          40              0.042
o21ai_1          14              0.015
buf_2           364               0.38
nor2_1         1050               0.83
buf_4           209               0.33
o31a_1           12              0.022
nor2b_1           7             0.0092
edfxtp_1      12290                 78
mux2i_1         830                1.7
a21o_1            8              0.013
ha_1             22              0.058
mux2_2           11              0.026
a31oi_1          88               0.12
o211ai_1         50              0.079
nand2b_1          7             0.0092
clkbuf_1        573               0.45
nor3_1           10              0.011
a41o_1           12              0.025
dfrtp_1          23               0.12
a32o_1           60               0.13
o22ai_1         341               0.45
and4_1           12              0.022
nand2_1        1324                1.0
or2_2             6             0.0079
a41oi_1          24              0.044
nor3b_1           7              0.011
nand3_1         226               0.24
mux4_2         3120                 15
or4_1            25              0.039
buf_1           130               0.10
nor4_1           87               0.11
nand4_1         180               0.24
buf_6            64               0.15
o31ai_1          12              0.019
a211o_1          24              0.044
inv_1            39              0.031
a32oi_1          96               0.18
a31o_2            9              0.017
o32ai_1          12              0.022
dfxtp_1          24               0.10
or3_1            20              0.026
and3_1           28              0.037
a21oi_1         126               0.13
-- logic make-up (layout without fill, tap and decap cells) --
group,Yosys count,after routing
simple gates,3004,3004
xor+xnor,11,11
other cells,0,110
fa+ha+maj,24,24
mux,3961,3961
compound gates,942,942
flops,12340,12340
buf+inv,1379,4170
-- metrics by stage --
stage | util (%) | worst slack [ns] | instances | total power, mW | hold WS [ns]
2_1_floorplan | - | 242.12 | 21660 | 1.859 | 0.4290
3_3_place_gp | 52.84 | 241.17 | 34760 | 2.118 | 0.4984
3_5_place_dp | 52.84 | 241.19 | 34760 | 2.119 | 0.5009
4_1_cts | 57.00 | 241.19 | 37010 | 3.231 | 0.5215
5_1_grt | 57.01 | 241.12 | 37060 | 3.318 | 0.5443
6_report | 57.03 | 241.20 | 37120 | 3.209 | 0.5163
-- worst max-delay path: stages --
cell,delay (ns)
clkdlybuf4s50_1,0.48
inv_1,0.05
o22ai_1,0.12
clkdlybuf4s50_1,0.49
-- final timing paths --
check	end	slack, ns	cells after the start	from
min in group asynchronous	bypass_reg	80.10	3	reset
min	y0_reg[0]	0.52	1	y0_reg[0]
min reg2reg	y0_reg[0]	0.52	1	y0_reg[0]
max	so_rgb[11]	241.20	4	si_rgb[11]
max in group asynchronous	x0_reg[0]	323.06	4	reset
max reg2reg	mouse_src_unit.ram_unit.dout[4]	394.45	17	x0_reg[0]
Power and IR drop assume default switching activity.
